===== design/flow/run.sh =====
#!/bin/bash
# OpenROAD 26Q1-2900-gdf79404cd8, Yosys 0.63+post, stock flow scripts
make -C /OpenROAD-flow-scripts/flow DESIGN_CONFIG=/design/flow/config.mk WORK_HOME=/design/flow/orfs finish

===== design/flow/config.mk =====
export PLATFORM = sky130hd
export DESIGN_NAME = inc_enc_to_sevseg
export DESIGN_NICKNAME = inc_enc_to_sevseg
export VERILOG_FILES = /design/flow/design.v
export SDC_FILE = /design/flow/constraint.sdc
export NUM_CORES = 4
export LEC_CHECK = 1
export CORE_AREA = 10 10 98 98
export DIE_AREA = 0 0 108 108

===== design/flow/constraint.sdc =====
current_design inc_enc_to_sevseg

set clk_period 2.5
set clk_io_pct 0.2

create_clock -name clk0 -period $clk_period [get_ports {MAX10_CLK1_50}]

set non_clock_inputs [all_inputs -no_clocks]
set_input_delay [expr $clk_period * $clk_io_pct] -clock clk0 $non_clock_inputs
set_output_delay [expr $clk_period * $clk_io_pct] -clock clk0 [all_outputs]

===== design/flow/design.v =====
module inc_enc_to_sevseg
	(
		input MAX10_CLK1_50,
		input in1,in2,
		input rst_n,
		output [7 : 0] deg0, deg1
	);
	wire[7 : 0] value;
	wire v;
	assign v = 1'b0;
	inc_enc_debounced #(16, 5000) encoder 
		(
			.clk(MAX10_CLK1_50),
			.in1(in1),
			.in2(in2),
			.rst_n(rst_n),
			.value(value)
		);
	sev_seg sev_seg0
		(
			.dp(v),
			.in(value[3 : 0]),
			.out(deg0)
		);
	sev_seg sev_seg1
		(
			.dp(v),
			.in(value[7 : 4]),
			.out(deg1)
		);
endmodule  
module inc_enc_debounced
	#(
		parameter WIDTH = 8,   
		parameter DIV = 5000	 
	)
	(
		input clk,
		input in1, in2,
		input rst_n,
		output [WIDTH-1 : 0] value
	);
	wire eck;  
	reg s1, s2;
	freq_divider #(DIV) freq_divider  
		(
			.clk_in(clk),
			.rst_n (rst_n),
			.clk_out (eck)
		);
	always @(posedge eck)    
		begin
			if	(in1)	s1 <= 1'b1;
			else		s1 <= 1'b0;
			if	(in2)	s2 <= 1'b1;
			else		s2 <= 1'b0;
		end
	inc_enc #(WIDTH) encoder   
		(
			.in1(s1),
			.in2(s2),
			.rst_n(rst_n),
			.value(value)
		);
endmodule  
module freq_divider
	#(
		parameter DIV_CNT = 8,       
		parameter WIDTH = $clog2(DIV_CNT)
	)
	(
		input clk_in,
		input rst_n,
		output clk_out
	);
	reg [WIDTH-1 : 0] cnt;
	always @(posedge clk_in or negedge rst_n)
		begin
			if (!rst_n)
				cnt <= {WIDTH{1'b0}};
			else if (cnt == DIV_CNT-1)
				cnt <= {WIDTH{1'b0}};
			else
				cnt <= cnt + 1'b1;
		end
	assign clk_out = (cnt == 0) ? 1'b1 : 1'b0;
endmodule  
module inc_enc 
	# ( parameter WIDTH = 8)
	(
		input in1,in2,
		input rst_n,
		output reg [WIDTH-1 : 0] value
	);
	always @(posedge in1 or  negedge rst_n)
		begin
			if (~rst_n) value <= {WIDTH{1'b0}};
			else value <= (in2 == 1'b1) ? (value + 1'b1) : (value - 1'b1);
		end
endmodule  
module sev_seg
 (
	input dp,
	input [3 : 0] in,
	output reg [7 : 0] out
 );
	always@(*)
		begin  
			case (in)
				4'b0000 : out[6 : 0] = 7'b1000000;  
				4'b0001 : out[6 : 0] = 7'b1111001;  
				4'b0010 : out[6 : 0] = 7'b0100100;  
				4'b0011 : out[6 : 0] = 7'b0110000;  
				4'b0100 : out[6 : 0] = 7'b0011001;  
				4'b0101 : out[6 : 0] = 7'b0010010;  
				4'b0110 : out[6 : 0] = 7'b0000010;  
				4'b0111 : out[6 : 0] = 7'b1111000;  
				4'b1000 : out[6 : 0] = 7'b0000000;  
				4'b1001 : out[6 : 0] = 7'b0010000;  
				4'b1010 : out[6 : 0] = 7'b0001000;  
				4'b1011 : out[6 : 0] = 7'b0000011;  
				4'b1100 : out[6 : 0] = 7'b1000110;  
				4'b1101 : out[6 : 0] = 7'b0100001;  
				4'b1110 : out[6 : 0] = 7'b0000110;  
				4'b1111 : out[6 : 0] = 7'b0001110;  
				default : out[6 : 0] = 7'b1111111;  
			endcase
			if (dp) out[7] = 1'b0;
			else out[7] = 1'b1;   
		end
endmodule

==> impl_metrics.csv <==
group,metric,value,unit
routing,vias,1203,
global_route,grt_pass1_vias,1105,
routing,drtPass1Iterations,6,
pwr,ir_drop,0.315,mV
timing,fmax,618,MHz
timing,period_used_share,0.647,
logic_synthesis,netlist-cell-type-count,40,
critical_path,arrival,1.74,ns
clock_tree,cts-resized-gates,0,
die,fp_util,0.215,
logic_synthesis,ys_seq_frac,0.344,
worst_hold_path,hp-class,"reg -> reg",
pwr,power,403,uW
timing,min_period,1.62,ns
clock_tree,cts_buffer_depth,2,
timing,grt_setup_unrepaired,"false",
critical_path,cp.required,2.62,ns
global_route,grt_max_degree,17,
clock_tree,cts_setup_buffers,0,
pwr,leakage,0.855,nW
die,chip_area,11700,um2
clock_tree,clk_pin_slew_worst_paths,0.05,ns
logic_synthesis,yosys_warnings,5,
pwr,p_per_area,205,nW/um2
place,port_buffers,17,
finish,fin_util,0.257,
logic_synthesis,synth_cells,176,
timing,slew_headroom,0.600,
run,stage_log_warnings,36,
run,drv_cap,0,
global_route,grt_usage,0.0479,
critical_path,worst-setup-path-type,"reg -> reg",
routing,postRouteAntennaNets,0,
logic_synthesis,synth_chip_area,1640,um2
die,die_y,108,um
finish,finalNonFillerCells,295,
timing,tightest_slew,0.598,ns
clock_tree,h-tree-depth,1,
logic_synthesis,ys_seq_elements,23,
finish,lay_top_cells,"dfrtp_1, ha_1, clkdlybuf4s50_1",
clock_tree,cts_made_buffers,3,
routing,drcViolationCount,0,
die,rows,32,
clock_tree,cts_tree,"yes",
routing,wl,2840,um
routing,viasPerCell,4.08,
timing,untimed_endpoints,24,
timing,setup_viol,0,
finish,syn2layout_area_growth,19.7,%
clock_tree,root_buffer,"clkbuf_8",
finish,drive_gt1_frac,0.0518,
timing,drv_slew,0,
logic_synthesis,synth_area,1640,um2
critical_path,cp_max_fo,6,
timing,totalNegativeSetupSlack,0,ns
finish,layout_top_cell,"dfrtp_1",
die,die_x,108,um
clock_tree,cts_hold_buf,0,
clock_tree,insertion_delay,0.24,ns
run_status,outcome,"finished, final reports clean",
critical_path,worst_setup_path_end_kind,"flop",
timing,final-hold-violation-count,0,
global_route,grt_pass1_wl,4860,um
logic_synthesis,avgSynthCellArea,9.34,um2
global_route,antenna_found_initial,0,
logic_synthesis,ys_cells,176,
timing,clock_skew,0.00451,ns
timing,unclocked_regs,10,
logic_synthesis,edf_count,0,
critical_path,critPathLaunchType,"flop",
critical_path,path_cells,"or4_4, nor3_4, and3_1, nor2_1",
logic_synthesis,synth-async-reset-ratio,0.913,
place,hpwlAfterDp,2270,um
logic_synthesis,flop_cell,"dfrtp_1",
place,globalplace.congestion,0.815,
die,io_pins,20,
critical_path,slowest_delay,0.54,ns
routing,initialDrtViolationCount,15,
global_route,overflow,0,
critical_path,critPathSlowestCell,"or4_4",
die,core_area,7650,um2
place,dp.cells,291,
routing,wl_per_cell,9.61,um
routing,diodes,0,
-- Yosys cell counts, drive strengths merged (2+ instances only) --
master,instances,area share
a21oi,4,0.012
a22o,3,0.016
a31oi,2,0.0076
and3,4,0.015
buf,2,0.0091
clkbuf,4,0.0091
dfrtp,21,0.32
dfxtp,2,0.024
ha,20,0.15
inv,11,0.025
mux2,2,0.016
mux2i,3,0.018
nand2,14,0.032
nand2b,4,0.015
nand3,10,0.030
nand3b,2,0.0091
nor2,14,0.032
nor2b,5,0.019
nor3,4,0.019
o21a,3,0.014
o21ai,12,0.037
xnor2,10,0.053
xor2,5,0.027
-- state kept, by name, indices dropped and copies added (netlist names) --
name,count
encoder.s2,1
encoder.encoder.value,8
encoder.freq_divider.cnt,13
encoder.s1,1
-- metrics by stage --
stage | setup WS (ns) | cell area [um2] | hold slack [ns]
2_1_floorplan | 0.953 | 1650 | 0.204
3_3_place_gp | 0.909 | 1920 | 0.472
3_5_place_dp | 0.897 | 1920 | 0.479
4_1_cts | 0.898 | 1970 | 0.485
5_1_grt | 0.796 | 1970 | 0.500
6_report | 0.881 | 1970 | 0.487
-- power breakdown --
part / switching [mW] / total (mW) / internal [mW]
logic: 0.00716 / 0.0122 / 0.00509
clock network: 0.0683 / 0.180 / 0.112
registers: 0 / 0.211 / 0.211
-- worst max-delay path: cells and delay by family, from the launching register on --
family	cells	cell delay [ns]
and+or+nand+nor	4	1.07
DFF	1	0.43
-- logic make-up (layout without fill, tap and decap cells) --
family,Yosys count,after routing,synth area share
compound gates,31,31,0.120
mux,6,6,0.0479
xor+xnor,15,15,0.0799
other cells,1,2,0.00228
fa+ha+maj,21,21,0.164
simple gates,62,62,0.198
buf+inv,17,33,0.0434
flops,23,23,0.344
-- final timing paths --
path	from	end	slack, ns	cells after the start
setup reg to reg	encoder.freq_divider.cnt[3]	encoder.freq_divider.cnt[3]	0.88	4
hold / removal	encoder.freq_divider.cnt[0]	encoder.freq_divider.cnt[0]	0.49	1
hold reg to reg	encoder.freq_divider.cnt[0]	encoder.freq_divider.cnt[0]	0.49	1
max in group asynchronous	rst_n	encoder.freq_divider.cnt[6]	1.47	1
min in group asynchronous	rst_n	encoder.freq_divider.cnt[7]	0.64	1
setup / recovery	encoder.freq_divider.cnt[3]	encoder.freq_divider.cnt[3]	0.88	4
-- layout make-up --
cell class	instances	area, um2
multi-input cells	137	1010
repair buffers	18	178
inverters	11	41.3
flip-flops and latches	23	566
clock buffers	4	45.0
fillers	812	5680
well taps	102	128
-- layer usage --
metal | part of all wire | track usage
met4 | 0 | 0.000954
met2 | 0.44 | 0.0776
met1 | 0.51 | 0.0690
met3 | 0.048 | 0.00904
met5 | 0 | 0
Power and IR drop assume default switching activity.
